==> run.sh <==
#!/bin/bash
# OpenROAD 26Q1-2900-gdf79404cd8, Yosys 0.63+post, stock flow scripts
make -C /OpenROAD-flow-scripts/flow DESIGN_CONFIG=/design/flow/config.mk WORK_HOME=/design/flow/orfs finish
==> config.mk <==
export PLATFORM = sky130hd
export DESIGN_NAME = tic_tac_toe
export DESIGN_NICKNAME = tic_tac_toe
export VERILOG_FILES = /design/flow/design.v
export SDC_FILE = /design/flow/constraint.sdc
export NUM_CORES = 4
export LEC_CHECK = 1
export CORE_UTILIZATION = 40
==> constraint.sdc <==
current_design tic_tac_toe

set clk_period 2.6
set clk_io_pct 0.2

create_clock -name clk0 -period $clk_period [get_ports {clk}]

set non_clock_inputs [all_inputs -no_clocks]
set_input_delay [expr $clk_period * $clk_io_pct] -clock clk0 $non_clock_inputs
set_output_delay [expr $clk_period * $clk_io_pct] -clock clk0 [all_outputs]
==> design.v <==
`timescale 1ns/1ps
module tic_tac_toe(
    input wire clk,
    input wire rst_n,
    input wire [3:0] move_idx,
    input wire move_en,
    output reg [17:0] board_out,
    output reg turn,
    output reg invalid_move,
    output reg [1:0] winner
);
    reg [1:0] board [0:8];
    integer i;
    reg [1:0] win_detected;
    reg winner_locked;
    reg [3:0] filled_count;
    always @(*) begin
        win_detected = 2'b00;
        if (board[0]!=2'b00 && board[0]==board[1] && board[1]==board[2]) win_detected = board[0];
        else if (board[3]!=2'b00 && board[3]==board[4] && board[4]==board[5]) win_detected = board[3];
        else if (board[6]!=2'b00 && board[6]==board[7] && board[7]==board[8]) win_detected = board[6];
        else if (board[0]!=2'b00 && board[0]==board[3] && board[3]==board[6]) win_detected = board[0];
        else if (board[1]!=2'b00 && board[1]==board[4] && board[4]==board[7]) win_detected = board[1];
        else if (board[2]!=2'b00 && board[2]==board[5] && board[5]==board[8]) win_detected = board[2];
        else if (board[0]!=2'b00 && board[0]==board[4] && board[4]==board[8]) win_detected = board[0];
        else if (board[2]!=2'b00 && board[2]==board[4] && board[4]==board[6]) win_detected = board[2];
    end
    always @(posedge clk or negedge rst_n) begin
        if (!rst_n) begin
            for (i = 0; i < 9; i = i + 1)
                board[i] <= 2'b00;
            turn <= 1'b1;
            invalid_move <= 0;
            winner <= 2'b00;
            winner_locked <= 0;
            filled_count <= 0;
            board_out <= 18'b0;
        end else begin
            invalid_move <= 0;
            if (!winner_locked) begin
                if (win_detected == 2'b01) begin
                    winner <= 2'b01; winner_locked <= 1;
                end else if (win_detected == 2'b10) begin
                    winner <= 2'b10; winner_locked <= 1;
                end else begin
                    winner <= 2'b00;
                end
            end
            if (move_en) begin
                if (winner_locked || move_idx > 8) begin
                    invalid_move <= 1;
                end else if (board[move_idx] == 2'b00) begin
                    board[move_idx] <= turn ? 2'b01 : 2'b10;
                    filled_count <= filled_count + 1;
                    turn <= ~turn;
                end else begin
                    invalid_move <= 1;
                end
            end
            if (!winner_locked && filled_count == 9) begin
                winner <= 2'b11;
                winner_locked <= 1;
            end
            board_out <= {
                board[8], board[7], board[6],
                board[5], board[4], board[3],
                board[2], board[1], board[0]
            };
        end
    end
endmodule
==> GITHUB_STEP_SUMMARY <==
## Synthesis and layout report

| Metric | Value |
|---|---|
| Slew HR | `64.2%` |
| Drt pass-1 iters | `4` |
| Clock Tree Root | `clkbuf_8` |
| Initial antenna violation count | `0` |
| CTS H-tree depth | `2` |
| CP Capture Type | `register` |
| Leakage | `1.24 nW` |
| Share of layout cells above drive strength 1 | `between 20% and 30%` |
| RR Startpoint | `board[6][0]` |
| Clock latency (worst-skew pair) | `about 0.30 ns` |
| Yosys warnings | `2` |
| Post-synthesis sequential area ratio | `about 49%` |
| Top Ports | `29` |
| Startpoint types | `register` |
| Crit path DAT | `2.66 ns` |
| Synth logic family | `simple AND/OR/NAND/NOR gates` |
| Post-synth cell types | `55` |
| Max Clk Rate | `403 MHz` |
| Setup Viol. Count Final | `0` |
| Hold buffer count at CTS | `0` |
| Min Tclk post-route | `2.48 ns` |
| Async SR Flop Fraction | `100%` |
| Worst hold slack | `0.0943 ns` |
| Pwr/cell area | `734 mW/mm^2` |
| Simple share | `22.8%` |
| Critical path origin | `board[6][0]` |
| FP Rows | `27` |
| Count of final hold-check violations | `0` |
| Critical path type | `register to register` |
| Mean routed wirelength per cell | `15.7 um` |
| Via density | `5.51` |
| Crit-path max FO | `2` |
| Yosys cell count | `213` |
| Post-synthesis instance total | `approximately 210` |
| Top Layout Cells | `41 x dfrtp_1, 33 x buf_4, 27 x clkdlybuf4s50_1` |
| Area Growth Syn to Fin | `29.9%` |
| Actual slew at the worst max-slew pin | `0.535 ns` |
| Mux cell area share | `1.31%` |
| Clk pin slew, worst setup/hold paths | `0.09 ns` |
| Placed insts | `333` |
| Max-slew violations | `0` |
| CP Data Required Time | `2.78 ns` |
| Post-DP HPWL | `3970 um` |
| Ao+oa area frac | `around a fifth` |
| Grt ovf | `0` |
| Routed Antenna Nets | `0` |
| EDFF count, synth | `0` |
| XOR Share, Synth | `1.53%` |
| DR iter-0 viols | `138` |
| Drt total wl | `about 5400 um` |
| Tool warning count | `27` |
| Synth flops | `45` |
| Pre-placement core utilization | `a little over two fifths` |
| I/O Buffers | `28` |
| Worst IR Drop VDD | `496 uV` |
| Remaining DRCs | `0` |
| Final Cycle Share | `95.6%` |
| FA/HA/MAJ Cells, Area Fraction | `2.18%` |
| Non-filler cells, final | `between 300 and 400` |
| Placeable Area | `~0.0055 sq mm` |
| Bufs on Longest Clock Path | `2` |
| Placer Congestion | `0.877` |
| Tot GR Track Use | `20.5%` |
| TritonCTS Buffers | `5` |
| First-pass GRT wire length | `9300 um` |
| Max_cap viols | `0` |
| Synthesized area | `0.00229 sq mm` |
| CTS tree | `done` |
| DIE WIDTH | `77.7 um` |
| Syn avg cell area | `10.8 sq um` |
| Top cell excl fill/tap | `dfrtp_1` |
| Clock sink count | `45` |
| Clock Skew | `about 0.0065 ns` |
| Worst hold-check path type | `input port to async pin` |
| Status | `finished, final reports clean` |
| Total number of vias | `1,883` |
| Largest net degree at the start of global routing | `31` |
| DIE HEIGHT | `77.7 um` |
| Antenna cells | `0` |
| Vias in the first global route | `1,887` |
| Die area | `roughly 0.0060 sq mm` |
| Yosys stat chip area | `0.00229 sq mm` |
| Most common reg cell | `dfrtp_1` |
-- worst max-delay path, stage by stage, from the launching register on --
cell      delay (ns)
dfrtp_1         0.38
nand2b_1        0.17
or4_4           0.50
a31o_2          0.26
a31oi_2         0.17
o221ai_1        0.16
ha_1            0.30
or3b_2          0.43
-- cells in the mapped netlist (all sizes together) (2+ instances only) --
library cell   n  area (sq um)
or3           10          67.6
o41ai          5          73.8
inv            7          26.3
or2            2          12.5
o21ai          5          25.0
a21oi          6          30.0
dfrtp         44          1100
a41oi          2          17.5
or4            3          22.5
nor4           3          18.8
buf            5          37.5
a21o           3          22.5
and3           3          18.8
nor3           6          30.0
or4bb          2          22.5
clkbuf         7          27.5
o21bai        14           105
o2111ai        2          17.5
o22ai          3          18.8
ha             4          50.1
nor2          15          58.8
nand2b         2          12.5
nand3         16          85.1
or4b           3          30.0
nand4          4          40.0
a211oi         2          27.5
xnor2          4          35.0
nand2         11          41.3
mux2i          3          30.0
-- power by group --
part | total [mW] | switching [mW] | leakage [nW] | internal, mW
Sequential | 1.09 | 0.201 | 0.538 | 0.886
Combinational | 0.633 | 0.257 | 0.650 | 0.376
Clock | 0.463 | 0.260 | 0.0511 | 0.203
-- cells by family (layout without fill, tap and decap cells) --
family                   Yosys count  in the layout
adder cells (fa/ha/maj)            4              4
XOR/XNOR                           4              4
AND-OR/OR-AND                     53             53
flip-flops                        45             45
AND/OR/NAND/NOR                   85             85
multiplexers                       3              3
buffers and inverters             19             76
-- layout make-up --
type / instances / area (sq um)
tap: 72 / 90.1
fill: 476 / 2530
multi-input combinational: 149 / 1110
sequential: 45 / 1130
inverter: 7 / 26.3
timing repair buffer: 61 / 523
clock buffer: 5 / 68.8
clock inverter: 3 / 28.8
-- flip-flops by register name, summed over array words and instances (netlist names) --
signal         flops
board_out         18
winner             2
winner_locked      1
turn               1
board             18
filled_count       4
invalid_move       1
-- path summary, 6_finish.rpt --
kind | depth (start not counted) | to | slack (ns)
max | 7 | winner_locked | 0.12
min | 1 | board_out[5] | 0.09
max reg2reg | 7 | winner_locked | 0.12
min reg2reg | 1 | filled_count[3] | 0.48
max in group asynchronous | 2 | turn | 1.78
min in group clk0 | 1 | filled_count[3] | 0.48
-- what timing repair did --
item	in CTS	in global routing
endpoints found under the setup margin	0	1
setup buffers	0	1
resized	0	11
-- metrics by stage --
| stage | util (%) | power (mW) | instance area, sq um | setup TNS (ns) | worst slack, ns |
|---|---|---|---|---|---|
| 4_1_cts | 53.2 | 2.18 | 2930 | 0 | 0.0334 |
| 6_report | 54.0 | 2.18 | 2980 | 0 | 0.116 |
| 5_1_grt | 54.0 | 2.33 | 2980 | -0.0531 | -0.0531 |
| 3_5_place_dp | 51.4 | 1.72 | 2830 | -0.00541 | -0.00541 |
| 2_1_floorplan | - | 1.33 | 2290 | 0 | 0.171 |
| 3_3_place_gp | 51.4 | 1.72 | 2830 | 0 | 0.0165 |
-- metal layers --
metal | wire (um) | GRT usage, %
met1 | 2570 | 30.5
met5 | 0 | 0
met2 | 2480 | 32.7
met4 | 82 | 4.91
met3 | 239 | 2.99
Power is estimated from default activity; no workload was simulated.
